### ./run.sh
#!/bin/bash
# OpenROAD 26Q1-2900-gdf79404cd8, Yosys 0.63+post, stock flow scripts
make -C /OpenROAD-flow-scripts/flow DESIGN_CONFIG=/design/flow/config.mk WORK_HOME=/design/flow/orfs finish
### ./config.mk
export PLATFORM = sky130hd
export DESIGN_NAME = ssd
export DESIGN_NICKNAME = ssd
export VERILOG_FILES = /design/flow/design.v
export SDC_FILE = /design/flow/constraint.sdc
export NUM_CORES = 4
export LEC_CHECK = 1
export CORE_AREA = 10 10 103 103
export DIE_AREA = 0 0 113 113
### ./constraint.sdc
current_design ssd

set clk_period 2.3
set clk_io_pct 0.2

create_clock -name clk0 -period $clk_period [get_ports {clk}]

set non_clock_inputs [all_inputs -no_clocks]
set_input_delay [expr $clk_period * $clk_io_pct] -clock clk0 $non_clock_inputs
set_output_delay [expr $clk_period * $clk_io_pct] -clock clk0 [all_outputs]
### ./design.v
`timescale 1ns / 1ps
module ssd(clk,reset,a0,a1,a2,a3,
                     b0,b1,b2,b3,
					 c0,c1,c2,c3,
					 d0,d1,d2,d3,
					 e0,e1,e2,e3,
                     f0,f1,f2,f3,
					 g0,g1,g2,g3,
					 a,b,c,d,e,f,g,
					 an0,an1,an2,an3
          );
input clk, reset; 
input a0,a1,a2,a3,b0,b1,b2,b3,c0,c1,c2,c3,d0,d1,d2,d3,e0,e1,e2,e3,f0,f1,f2,f3,g0,g1,g2,g3; 
output reg a,b,c,d,e,f,g,an0,an1,an2,an3; 
reg [2:0] state; 
reg [14:0] counter; 
always @ (posedge clk) begin  
	if(reset) begin	 
		state <= 0;		 
		counter <= 0;
	end 
	else begin  
		if(counter == 15'h61A8) begin	  
			if (state == 3'b100)  
				state <= 1;
			else 						 
				state <= state + 1;
			counter <= 0;		 
		end
		else
			counter <= counter + 1;  
	end
end
always@(posedge clk)
begin
	if(reset) 
	begin
		an0 <= 1;
		an1 <= 1;
		an2 <= 1;
		an3 <= 1;
		a <= 1;
		b <= 1;
		c <= 1;
		d <= 1;
		e <= 1;
		f <= 1;
		g <= 1;
	end
	else if(state == 3'b001)  
	begin
		an0 <= 1;
		an1 <= 1;
		an2 <= 1;
		an3 <= 0;
		a <= a0;
		b <= b0;
		c <= c0;
		d <= d0;
		e <= e0;
		f <= f0;
		g <= g0;
	end
	else if(state == 3'b010)  
	begin
		an0 <= 0;
		an1 <= 1;
		an2 <= 1;
		an3 <= 1;
		a <= a1;
		b <= b1;
		c <= c1;
		d <= d1;
		e <= e1;
		f <= f1;
		g <= g1;
	end
	else if(state == 3'b011)  
	begin
		an0 <= 1;
		an1 <= 0;
		an2 <= 1;
		an3 <= 1;
		a <= a2;
		b <= b2;
		c <= c2;
		d <= d2;
		e <= e2;
		f <= f2;
		g <= g2;
	end
	else if(state == 3'b100)	 
	begin
		an0 <= 1;
		an1 <= 1;
		an2 <= 0;
		an3 <= 1;
		a <= a3;
		b <= b3;
		c <= c3;
		d <= d3;
		e <= e3;
		f <= f3;
		g <= g3;
	end
	else  
	begin
		an0 <= 1;
		an1 <= 1;
		an2 <= 1;
		an3 <= 1;
		a <= 1;
		b <= 1;
		c <= 1;
		d <= 1;
		e <= 1;
		f <= 1;
		g <= 1;
	end
end
endmodule
==> reports/metrics.yaml <==
die:
  top_level_ports: 41
  core-area_sq_um: 8300
  die_h_um: 113
  fp_util_pct: 16.4
  fp.dieW_um: 113
  rows: 33
  chipArea_sq_um: 12800
timing:
  final_min_period_over_clock_period_pct: 87.7
  hold_viol: 0
  rsz_0062_raised_after_global_routing: "no"
  skew_ps: 3.82
  period_minus_slack_ps: 2020
  final_tally_of_setup_violations: 0
  tns_ps: 0
  maxSlewHeadroom_pct: 58.7
  timing_max_transition_violations_final: 0
  timing.fmax_ghz: 0.496
  worst_pin_slew_ps: 618
worst_setup_path:
  critical_path_startpoint_category: "register"
  timing.critical_path.fanout_max: 15
  largest_incremental_delay_on_the_critical_path_ps: 650
  crit_top_cell: "or4_1"
  cp.required_ps: 2450
  rr_startpoint: "counter[2]"
  path_cells: "or4_1 -> or4_1 -> nand2b_2 -> nor2_1"
  r2r_setup_slack_ps: 280
  timing.critical_path.slowest_stage_cell: "or4_1"
  critical_path_arrival_ps: 2170
  criticalPathCategory: "reg -> reg"
  r2r-end: "counter[8]"
  timing.critical_path.max_delay_family: "simple AND/OR/NAND/NOR gates"
  worst_setup_path_end_kind: "register"
  worst_r2r_path_depth: 4
  critPathBufInv: 0
power_and_ir_drop:
  power.share.clock_pct: 41.6
  intPower_uw: 794
  powerDensity_nw_per_um2: 512
  combPwrFrac_pct: 7.2
  power.net_switching_uw: 206
  power_leakage_uw: 0.000648
  seq_power_share_pct: 51.1
  power.share.switching_pct: 20.6
  power.ir.vdd_worst_uv: 152
hold_path:
  timing.hold.worst.class: "reg -> reg"
  hold_depth: 1
  min-delay-start: "counter[0]"
  holdPathEnd: "counter[0]"
grt:
  antenna_found_initial: 0
  grt_start_max_net_pins: 16
  grt_overflow: 0
  grt_pass1_vias: 1221
  grtUsageTotal_pct: 5.56
  wire_length_of_the_first_global_routing_pass_mm: 6.10
job:
  cap_viol_max_count: 0
  tool_warnings: 29
cts:
  late_pin_clk_latency_ps: 270
  cts-hold-fix-buffers: 0
  ctsRootBufferMaster: "clkbuf_8"
  clkTransAtPathRegs_ps: 60
  cts-resized-gates: 0
  cts_tree: "done"
  post_cts_repair_setup_buffers: 0
  cts_bufs_inserted: 5
  clock-sinks: 29
  cts.path.max_buffers: 2
  ctsHtreeMaxLevel: 2
route:
  route.final.wire_length_mm: 3.55
  n_antenna_cell: 0
  via_per_inst: 4.01
  detail_route.iter0.violations: 31
  drt_antenna_net_count: 0
  vias: 1219
  routedWlPerCell_um: 11.7
  firstDrtPassIters: 4
  detail_route.drc_violations: 0
place:
  place.port_buffers: 40
  detailed_place_hpwl_mm: 2.74
  gpl.final_weighted_congestion: 0.800
outcome:
  status: "finished clean"
logic_synthesis:
  yosys_register_bits: 29
  synth_cell_types: 30
  mappedNetlistArea_sq_um: 1360
  syn_inst: 158
  yosys.stat.seqShare_pct: 42.7
  postSynthAreaPerCell_sq_um: 8.61
  synth-cells-yosys: 158
  yosys-stat-area_sq_um: 1360
  yosysWarningCount: 1
cells_and_area:
  areaGrowthSynthToFinish_pct: 43.7
  layout-drive-gt1-share_pct: 9.55
  fin_util_pct: 23.5
==> how the worst max path moves through the flow <==
stage / cells past startpoint / start / to
CTS: 4 / counter[2] / counter[8]
global route: 6 / state[2] / f
finish: 4 / counter[2] / counter[8]
==> cells in the mapped netlist (all sizes together) <==
library cell / instances / area share, %
a211o: 1 / 0.64
a211oi: 2 / 1.1
a21oi: 3 / 1.4
a31oi: 7 / 3.2
buf: 2 / 0.92
clkbuf: 5 / 1.4
dfxtp: 29 / 43
ha: 7 / 6.4
inv: 9 / 2.5
mux2i: 1 / 0.74
nand2: 14 / 3.9
nand2b: 3 / 1.6
nand3: 5 / 1.8
nand3b: 1 / 0.55
nand4: 2 / 0.92
nand4b: 1 / 0.64
nor2: 25 / 6.9
nor2b: 1 / 0.46
nor3: 4 / 1.5
nor4: 2 / 0.92
o221ai: 7 / 4.5
o31ai: 1 / 0.55
or2: 10 / 4.6
or4: 3 / 1.7
or4bb: 1 / 0.83
xnor2: 10 / 6.4
xor2: 2 / 1.3
==> flip-flops by register name, summed over array words and instances, names as in the netlist <==
| register | flops |
|---|---|
| an0 | 1 |
| an2 | 1 |
| an1 | 1 |
| c | 1 |
| g | 1 |
| counter | 15 |
| state | 3 |
| e | 1 |
| f | 1 |
| b | 1 |
| an3 | 1 |
| d | 1 |
| a | 1 |
==> per-stage QoR <==
step / instances / hold slack (ps) / cell area, sq um / setup WS (ps) / total power, uW
finish: 304 / 471 / 1950 / 282 / 1000
global route: 304 / 530 / 1950 / 143 / 1040
CTS: 304 / 473 / 1950 / 257 / 1020
detailed placement: 297 / 457 / 1870 / 267 / 595
global placement: 297 / 448 / 1870 / 323 / 594
floorplan: 158 / 430 / 1360 / 416 / 538
==> layout by cell type, fill, tap and decap left out, drive strengths merged, types with 2 or more instances in the layout <==
cell	instances
nand4	2
a31oi	7
nand2	14
xor2	2
inv	9
or2	10
nand3	5
ha	7
nor4	2
dfxtp	29
clkbuf	7
clkdlybuf4s50	40
nand2b	3
nor2	25
or4	3
o221ai	7
xnor2	10
a21oi	3
a211oi	2
nor3	4
==> layer usage <==
metal / global-route usage (%) / vias to the layer above / wire, um
met3: 1.34 / 5 / 186
li1: - / 622 / -
met4: 1.02 / 0 / 80
met5: 0 / - / 0
met2: 8.83 / 27 / 1680
met1: 7.58 / 565 / 1600
==> layout make-up <==
cell class | count | area, sq um
timing repair buffer | 41 | 408
inverter | 9 | 33.8
sequential | 29 | 581
clock buffer | 7 | 86.3
tap | 105 | 131
multi-input combinational | 113 | 714
fill | 883 | 6340
==> kinds of logic after synthesis <==
family	count (synthesis)	synth area share, %
buffers and inverters	16	4.78
adders and majority gates	7	6.44
AOI/OAI and AO/OA	21	11.4
muxes	1	0.736
and+or+nand+nor	72	26.2
xor gates and xnor gates	12	7.73
DFF	29	42.7
==> power by group through the flow <==
| stage | Combinational, uW | Clock [uW] | Sequential [uW] |
|---|---|---|---|
| CTS | 73.2 | 431 | 511 |
| global route | 78.2 | 454 | 512 |
| finish | 72.2 | 417 | 511 |
Power and IR drop assume default switching activity.
